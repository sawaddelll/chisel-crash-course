`flow/config.mk`:
```
export PLATFORM = sky130hd
export DESIGN_NAME = Adder
export DESIGN_NICKNAME = Adder
export VERILOG_FILES = /design/flow/design.v
export SDC_FILE = /design/flow/constraint.sdc
export NUM_CORES = 4
export LEC_CHECK = 1
export CORE_AREA = 10 10 70 70
export DIE_AREA = 0 0 80 80
```
`flow/constraint.sdc`:
```
current_design Adder

set clk_period 5.8
set clk_io_pct 0.2

create_clock -name clk0 -period $clk_period

set non_clock_inputs [all_inputs -no_clocks]
set_input_delay [expr $clk_period * $clk_io_pct] -clock clk0 $non_clock_inputs
set_output_delay [expr $clk_period * $clk_io_pct] -clock clk0 [all_outputs]
```
`flow/design.v`:
```
module Adder(  
  input        clock,  
  input        reset,  
  input  [7:0] io_a,  
  input  [7:0] io_b,  
  output [7:0] io_y  
);
  wire [8:0] _T_11;  
  assign _T_11 = io_a + io_b;  
  assign io_y = io_a + io_b;  
endmodule
```
`flow/run.sh`:
```
#!/bin/bash
# OpenROAD 26Q1-2900-gdf79404cd8, Yosys 0.63+post, stock flow scripts
make -C /OpenROAD-flow-scripts/flow DESIGN_CONFIG=/design/flow/config.mk WORK_HOME=/design/flow/orfs finish
```
==> results.py <==
# Physical implementation metrics
metrics = {
    "status": {
        "status": "finished, final reports clean",
    },
    "pwr": {
        "p_leak_nw": 0.242,
        "peakVddDrop_v": 0.0000286,
        "p_sw_frac": 0.349,
        "power.switching_w": 0.0000215,
        "p_clk_frac": 0,
        "seq_power_share": 0,
        "p_int_w": 0.0000401,
        "power.share.combinational": 1.000,
        "power.density_nw_per_um2": 97.9,
    },
    "synth": {
        "top_area_cell": "ha_1",
        "compound_area_frac": 0.374,
        "ys_sh_simple": 0.140,
        "synth.area.top_cells": "ha_1 (26%), a21oi_1 (7.5%), o211ai_1 (6.8%)",
        "fa_ha_area_frac": 0.325,
        "syn_area_per_cell_sq_um": 7.89,
        "synth_area_sq_um": 332,
        "yosys_warnings": 0,
        "seq_area_frac_synth": 0,
        "top_area_frac": 0.264,
        "top_logic_kind": "AND-OR/OR-AND gates",
        "synth.mux.area_fraction": 0,
        "ys_area_sq_um": 332,
        "netlist_instances": 42,
        "ys_sh_xor": 0.106,
        "yosysCellCount": 42,
        "ys_types": 23,
    },
    "timing": {
        "rsz0062_at_grt": "false",
        "finalSetupViolCount": 0,
        "hold_violations": 0,
        "hold_slack_ns": 3.34,
        "max_freq_mhz": 228,
        "timing.final.crit_share": 0.755,
        "worstMarginPinSlew_ns": 0.395,
        "tns_ns": 0,
        "period_minus_slack_ns": 4.38,
        "max_slew_margin": 0.735,
        "drv_slew": 0,
    },
    "job": {
        "log.warning_count": 34,
        "drv_cap": 0,
    },
    "setup_path": {
        "path_class": "in -> out",
        "required_ns": 4.64,
        "worstPathArrival_ns": 3.22,
        "crit_path_end_kind": "output pin",
        "path_max_fanout": 3,
        "cp-start-kind": "input port",
    },
    "drt": {
        "viasPerCell": 3.51,
        "avgRoutedWirePerCell_um": 10.1,
        "ant_nets": 0,
        "num_vias": 393,
        "drc_errors": 0,
        "wl_um": 1130,
        "firstDrtPassIters": 4,
        "antenna_cells": 0,
        "drt_iter0_drc": 14,
    },
    "placed_design": {
        "gp_congestion": 0.755,
        "io_buffers": 24,
    },
    "die": {
        "die-area_sq_um": 6400,
        "ios": 26,
        "core-area_sq_um": 3420,
        "rows": 21,
        "initial_utilization": 0.0971,
        "die_x_um": 80,
        "dieHeight_um": 80,
    },
    "layout": {
        "clock_buffers": 0,
        "seq_cells": 0,
        "layout.cells.most_common": "clkdlybuf4s50_1",
        "mostFrequentLayoutCells": "clkdlybuf4s50_1 (24), ha_1 (7), inv_1 (5), a21oi_1 (5), o211ai_1 (3)",
        "final_layout_size_suffix_gt1_frac": 0.0152,
        "nFillCells": 395,
        "area_growth_pct": 89.8,
        "seqCellArea_sq_um": 0,
    },
    "global_route": {
        "use_met3": 0.0205,
        "grtUsageTotal": 0.0333,
        "antenna_found_initial": 0,
        "use_met2": 0.0474,
        "grt_pass1_vias": 400,
        "busiest_layer": "met2",
        "grt_pass1_wl_um": 1780,
        "grt_remaining_overflow": 0,
        "grtUsageMet1": 0.0443,
        "grt_max_degree": 7,
    },
    "clocking": {
        "post_cts_resized": 0,
        "hold_buffers": 0,
        "cts_setup_buffers": 0,
    },
    "min_path": {
        "hold_class": "in -> out",
    },
}
## cells by family after synthesis
| kind of cell | after synthesis |
|---|---|
| fa+ha+maj | 8 |
| xor+xnor | 4 |
| simple gates | 7 |
| buf+inv | 5 |
| compound gates | 18 |
## power groups by stage
| stage | clock network, W | registers (W) | logic (W) |
|---|---|---|---|
| 4_1_cts | 0 | 0 | 0.0000633 |
| 5_1_grt | 0 | 0 | 0.0000693 |
| 6_report | 0 | 0 | 0.0000616 |
## area by class of cell
cell class | instances | area (sq um) | share of cell area
Multi-Input combinational cell | 37 | 313 | 0.497
Timing Repair Buffer | 24 | 240 | 0.382
Tap cell | 46 | 57.6 | 0.0915
Inverter | 5 | 18.8 | 0.0298
## layer usage
| layer | share of wire | vias to the layer above |
|---|---|---|
| met5 | 0 | - |
| met1 | 0.44 | 166 |
| met4 | 0 | 0 |
| li1 | - | 209 |
| met3 | 0.18 | 0 |
| met2 | 0.38 | 18 |
## cells in the mapped netlist (2+ instances only)
cell type,n
ha_1,7
a21oi_1,5
inv_1,5
o211ai_1,3
o21ai_0,2
xnor2_1,2
xor2_1,2
## worst paths after layout
check     from      end  slack [ns]  cells after the start
max    io_a[0]  io_y[6]        1.42                      8
min    io_b[0]  io_y[0]        3.34                      3
## per-stage QoR
| stage | instance area, sq um | std cells | total power, W | setup WS, ns | util |
|---|---|---|---|---|---|
| detailed placement | 629 | 112 | 0.0000625 | 1.39 | 0.184 |
| floorplan | 332 | 42 | 0.0000263 | 2.50 | - |
| global route | 629 | 112 | 0.0000693 | 1.25 | 0.184 |
| global placement | 629 | 112 | 0.0000622 | 1.41 | 0.184 |
| CTS | 629 | 112 | 0.0000633 | 1.38 | 0.184 |
| finish | 629 | 112 | 0.0000616 | 1.42 | 0.184 |
## critical path, stage by stage
cell             delay [ns]
clkdlybuf4s50_1        0.40
ha_1                   0.23
inv_1                  0.07
fa_1                   0.25
nor2b_4                0.06
o31a_1                 0.25
o311ai_1               0.27
clkdlybuf4s50_1        0.52
Power and IR drop assume default switching activity.
