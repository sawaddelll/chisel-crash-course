`config.mk`:
```
export PLATFORM = sky130hd
export DESIGN_NAME = ALU
export DESIGN_NICKNAME = ALU
export VERILOG_FILES = /design/flow/design.v
export SDC_FILE = /design/flow/constraint.sdc
export NUM_CORES = 4
export LEC_CHECK = 1
export CORE_UTILIZATION = 40
```
`constraint.sdc`:
```
current_design ALU

set clk_period 13.7
set clk_io_pct 0.2

create_clock -name clk0 -period $clk_period [get_ports {clock}]

set non_clock_inputs [all_inputs -no_clocks]
set_input_delay [expr $clk_period * $clk_io_pct] -clock clk0 $non_clock_inputs
set_output_delay [expr $clk_period * $clk_io_pct] -clock clk0 [all_outputs]
```
`design.v`:
```
module ALU(  
  input         clock,  
  input         reset,  
  input  [7:0]  io_a,  
  input  [7:0]  io_b,  
  input  [2:0]  io_ctrl,  
  output [7:0]  io_result,  
  output        io_negative,  
  output        io_zero,  
  output        io_overflow,  
  output [15:0] io_product  
);
  wire  _T_24;  
  wire [8:0] _T_26;  
  wire [7:0] addition;  
  reg [7:0] storedValue;  
  reg [31:0] _RAND_0;
  wire  _T_30;  
  wire  _T_31;  
  wire  _T_34;  
  wire [8:0] _T_35;  
  wire [8:0] _T_36;  
  wire [7:0] _T_37;  
  wire  _T_38;  
  wire [15:0] _T_39;  
  wire  _T_40;  
  wire [7:0] _T_41;  
  wire  _T_42;  
  wire [7:0] _T_43;  
  wire  _T_44;  
  wire [7:0] _T_45;  
  wire  _T_46;  
  wire [7:0] _T_47;  
  wire [7:0] _GEN_0;  
  wire [7:0] _GEN_1;  
  wire [7:0] _GEN_2;  
  wire [7:0] _GEN_3;  
  wire [15:0] _GEN_4;  
  wire [15:0] _GEN_5;  
  wire [15:0] _GEN_6;  
  wire [15:0] _GEN_7;  
  wire [15:0] _GEN_8;  
  wire [15:0] _GEN_9;  
  wire [15:0] _GEN_10;  
  wire  _T_49;  
  wire  _T_50;  
  wire  _T_51;  
  wire [7:0] out;  
  wire  _T_52;  
  wire  _T_54;  
  assign _T_24 = io_result != 8'h0;  
  assign _T_26 = io_a + io_b;  
  assign addition = io_a + io_b;  
  assign _T_30 = io_ctrl == 3'h0;  
  assign _T_31 = io_ctrl == 3'h1;  
  assign _T_34 = io_ctrl == 3'h2;  
  assign _T_35 = io_a - io_b;  
  assign _T_36 = $unsigned(_T_35);  
  assign _T_37 = _T_36[7:0];  
  assign _T_38 = io_ctrl == 3'h3;  
  assign _T_39 = io_a * io_b;  
  assign _T_40 = io_ctrl == 3'h4;  
  assign _T_41 = io_a / io_b;  
  assign _T_42 = io_ctrl == 3'h5;  
  assign _T_43 = io_a & io_b;  
  assign _T_44 = io_ctrl == 3'h6;  
  assign _T_45 = io_a | io_b;  
  assign _T_46 = io_ctrl == 3'h7;  
  assign _T_47 = io_a ^ io_b;  
  assign _GEN_0 = _T_46 ? _T_47 : 8'h0;  
  assign _GEN_1 = _T_44 ? _T_45 : _GEN_0;  
  assign _GEN_2 = _T_42 ? _T_43 : _GEN_1;  
  assign _GEN_3 = _T_40 ? _T_41 : _GEN_2;  
  assign _GEN_4 = _T_38 ? _T_39 : 16'h0;  
  assign _GEN_5 = _T_38 ? io_product : {{8'd0}, _GEN_3};  
  assign _GEN_6 = _T_34 ? {{8'd0}, _T_37} : _GEN_5;  
  assign _GEN_7 = _T_34 ? 16'h0 : _GEN_4;  
  assign _GEN_8 = _T_31 ? {{8'd0}, addition} : _GEN_6;  
  assign _GEN_9 = _T_31 ? 16'h0 : _GEN_7;  
  assign _GEN_10 = _T_30 ? {{8'd0}, io_a} : _GEN_8;  
  assign _T_49 = io_a[7];  
  assign _T_50 = io_b[7];  
  assign _T_51 = _T_49 == _T_50;  
  assign out = _GEN_10[7:0];  
  assign _T_52 = out[7];  
  assign _T_54 = _T_52 != _T_49;  
  assign io_result = storedValue;  
  assign io_negative = io_result[7];  
  assign io_zero = ~ _T_24;  
  assign io_overflow = _T_51 & _T_54;  
  assign io_product = _T_30 ? 16'h0 : _GEN_9;  
  always @(posedge clock) begin
    if (reset) begin
      storedValue <= 8'h0;
    end else begin
      storedValue <= out;
    end
  end
endmodule
```
`run.sh`:
```
#!/bin/bash
# OpenROAD 26Q1-2900-gdf79404cd8, Yosys 0.63+post, stock flow scripts
make -C /OpenROAD-flow-scripts/flow DESIGN_CONFIG=/design/flow/config.mk WORK_HOME=/design/flow/orfs finish
```
==> flow_metrics.env <==
# flow metrics
export IMPL_regArea_um2=160
export IMPL_fin_crit_ns=13.05
export IMPL_dieHeight_um=113
export IMPL_crit_top_cell="ha_1"
export IMPL_initialDrtViolationCount=232
export IMPL_die_width_um=113
export IMPL_place_inst=844
export IMPL_vias_per_cell=5.45
export IMPL_hold_depth=2
export IMPL_grt_max_degree=34
export IMPL_timing_final_max_slew_violations=0
export IMPL_postCtsHoldBufs=0
export IMPL_routedWlPerCell_um=16.5
export IMPL_leakagePower_nw=2.71
export IMPL_warnings=44
export IMPL_dp_worst_setup_slack_ns=0.0500
export IMPL_final_min_period_over_clock_period=0.952
export IMPL_ant_nets=0
export IMPL_min_path_type="input pin to flop"
export IMPL_overflow=0
export IMPL_largest_reg_flops=8
export IMPL_io_pins=48
export IMPL_largestRegisters="storedValue: 8 flops"
export IMPL_crit_type="input pin to flop"
export IMPL_routed_wl_um=14000
export IMPL_synth_edff_count=0
export IMPL_worst_slew_pin_slew_ns=0.622
export IMPL_clk_path_buf_depth=2
export IMPL_worstSetupEndpointType="flop"
export IMPL_drive_gt1_frac=0.0781
export IMPL_grt_pass1_vias=4479
export IMPL_relSlewSlack=0.585
export IMPL_die_area_mm2=0.0129
export IMPL_grt_usage=0.233
export IMPL_path_clk_slew_ns=0.03
export IMPL_drc=0
export IMPL_ys_seq_frac=0.0322
export IMPL_cap_violations=0
export IMPL_crit_slowest_cell="clkdlybuf4s50_1"
export IMPL_netlist_area_mm2=0.00497
export IMPL_worst_hold_slack_ns=3.32
export IMPL_yosysWarnings=1
export IMPL_firstDrtPassIters=5
export IMPL_cts_resized=0
export IMPL_max_freq_mhz=76.6
export IMPL_syn_inst=640
export IMPL_area_leaders="ha_1 25%, fa_1 15%, inv_1 6.6%, nor2_1 5.1%, nand2_1 4.2%"
export IMPL_finalNonFillerCells=847
export IMPL_design_core_area_mm2=0.0121
export IMPL_antenna_found_initial=0
export IMPL_fp_util=0.412
export IMPL_hpwl_um=11200
export IMPL_num_antenna_cells=0
export IMPL_slowest_delay_ns=0.50
export IMPL_nFillCells=1159
export IMPL_cts_root_buf="clkbuf_16"
export IMPL_fin_total_pwr_mw=0.447
export IMPL_ys_ff=8
export IMPL_post_cts_setup_buffers=0
export IMPL_max_vdd_ir_drop_uv=65.9
export IMPL_logic_area_mm2=0.00441
export IMPL_yosys_cell_types_count=64
export IMPL_arrival_ns=13.19
export IMPL_cp_required_ns=13.84
export IMPL_hold_viol_final=0
export IMPL_top_register="storedValue"
export IMPL_synthArstFlopShare=0
export IMPL_yosysTopAreaCell="ha_1"
export IMPL_cts_inserted_buffers=3
export IMPL_ff_type="dfxtp_1"
export IMPL_status="finished clean"
export IMPL_synthDominantCellAreaShare=0.247
export IMPL_ys_cells=640
export IMPL_crit_path_start_kind="input pin"
export IMPL_syn_avg_cell_area_um2=7.76
export IMPL_h_tree_depth=1
export IMPL_area_growth_pct=16.2
export IMPL_worstPathMaxFanout=13
export IMPL_ys_area_mm2=0.00497
export IMPL_port_buffers=47
export IMPL_vias=4613
export IMPL_timing_final_ws_setup_ns=0.651
export IMPL_power_density_mw_per_mm2=77.4
export IMPL_cts_sinks=8
export IMPL_grt_pass1_wl_um=22800
export IMPL_cts_tree="done"
export IMPL_setup_viol=0
export IMPL_gp_congestion=0.916
export IMPL_rows=40
export IMPL_min_to="storedValue[3]"
export IMPL_holdCritStartpoint="reset"
-- metal layers --
layer	GRT usage	up-vias	share of wire
li1	-	2285	-
met1	0.338	2132	0.46
met2	0.373	181	0.45
met3	0.0471	15	0.077
met4	0.0360	0	0.013
met5	0	-	0
-- layout by cell type, fill, tap and decap left out, types with 11 or more instances in the layout --
cell	netlist	routed
mux2_2	11	11
nand2_1	55	54
a21oi_1	36	34
inv_1	87	87
xnor2_1	19	19
fa_1	38	38
clkdlybuf4s50_1	0	45
nor2_1	68	68
ha_1	98	98
nand2b_1	11	11
o21ai_0	30	28
nor3_1	17	17
o21a_1	21	20
buf_4	1	16
-- per-stage QoR --
stage | setup TNS, ns | area [um2] | utilization
CTS | 0 | 5730 | 0.475
detailed placement | 0 | 5660 | 0.469
floorplan | 0 | 4970 | -
global route | -0.0174 | 5770 | 0.479
finish | 0 | 5770 | 0.479
global placement | 0 | 5660 | 0.469
-- critical path, delay by kind of cell --
family / cells / cell delay, ns
buf+inv: 3 / 0.68
fa+ha+maj: 8 / 2.51
simple gates: 6 / 1.31
mux: 4 / 1.41
compound gates: 26 / 4.53
-- kinds of logic after synthesis --
logic type	count (synthesis)	synth area share
AND/OR/NAND/NOR	187	0.177
AND-OR/OR-AND	147	0.196
adder cells (fa/ha/maj)	136	0.400
buffers and inverters	114	0.0884
XOR/XNOR	27	0.0476
multiplexers	21	0.0587
flip-flops	8	0.0322
-- worst max path at each step --
stage	from	endpoint	slack (ns)	depth (start not counted)
CTS	io_b[4]	storedValue[0]	0.24	47
global route	io_b[0]	storedValue[0]	-0.02	48
finish	io_b[0]	storedValue[0]	0.65	47
-- synthesized netlist by cell type (all sizes together), types with 3 or more instances --
cell type	number
nand2	56
o21bai	4
ha	98
nor2b	7
buf	5
nand3	3
a21oi	36
xnor2	19
a21boi	3
nor2	68
o221ai	3
mux2	12
o21ai	30
inv	87
nand2b	11
mux2i	4
o2111ai	3
dfxtp	8
and3	5
a211oi	8
xor2	8
o31ai	3
fa	38
o211ai	3
a31oi	5
o21a	21
a21o	5
clkbuf	22
mux4	5
or3	8
nor3	17
-- final cells by class --
type,instances,area share
Tap cell,168,0.0364
Clock buffer,3,0.0130
Inverter,87,0.0566
Sequential cell,8,0.0277
Multi-Input combinational cell,518,0.763
Timing Repair Buffer,63,0.103
-- power breakdown --
part	leakage [nW]	total [mW]	internal [mW]	switching, mW
Combinational	2.61	0.371	0.174	0.198
Sequential	0.0665	0.0276	0.0263	0.00125
Clock	0.0370	0.0478	0.0375	0.0103
Total	2.71	0.447	0.237	0.209
Power figures rest on the tool's default switching activity, not on a simulated workload.
